==> config.mk <==
export PLATFORM = sky130hd
export DESIGN_NAME = SET
export DESIGN_NICKNAME = SET
export VERILOG_FILES = /design/flow/design.v
export SDC_FILE = /design/flow/constraint.sdc
export NUM_CORES = 4
export LEC_CHECK = 1
export CORE_UTILIZATION = 40
==> constraint.sdc <==
current_design SET

set clk_period 8.2
set clk_io_pct 0.2

create_clock -name clk0 -period $clk_period [get_ports {clk}]

set non_clock_inputs [all_inputs -no_clocks]
set_input_delay [expr $clk_period * $clk_io_pct] -clock clk0 $non_clock_inputs
set_output_delay [expr $clk_period * $clk_io_pct] -clock clk0 [all_outputs]
==> design.v <==
module SET ( clk , rst, en, central, radius, mode, busy, valid, candidate );
input clk, rst;
input en;
input [23:0] central;
input [11:0] radius;
input [1:0] mode;
output reg busy;
output reg valid;
output reg [7:0] candidate;
parameter IDLE = 0,
          GET = 1,
          CAL = 2,
          SCAN_MVX = 3,
          SCAN_MVY = 4,
          SCAN_DONE = 5;
reg [ 5: 0] cs,ns;
reg [3:0] x1;
reg [3:0] x2;
reg [3:0] x3;
reg [3:0] y1;
reg [3:0] y2;
reg [3:0] y3;
reg [3:0] r1;
reg [3:0] r2;
reg [3:0] r3;
reg [1:0] mode_r;
reg [3:0] scan_x;
reg [3:0] scan_y;
wire [8:0] square_plus_1;
wire [8:0] square_plus_2;
wire [8:0] square_plus_3;
wire belong1;
wire belong2;
wire belong3;
wire belong1n2;
wire belong2n3;
wire belong1n3;
wire belong_all;
wire [3:0] sign_x1;
wire [3:0] sign_x2;
wire [3:0] sign_x3;
wire [3:0] sign_y1;
wire [3:0] sign_y2;
wire [3:0] sign_y3;
wire [3:0] sign_r1;
wire [3:0] sign_r2;
wire [3:0] sign_r3;
wire [7:0] sign_square_x1;
wire [7:0] sign_square_y1;
wire [7:0] sign_square_x2;
wire [7:0] sign_square_y2;
wire [7:0] sign_square_x3;
wire [7:0] sign_square_y3;
wire [7:0] sign_square_r1;
wire [7:0] sign_square_r2;
wire [7:0] sign_square_r3;
assign sign_x1 = (scan_x <= x1)? (x1 - scan_x):(scan_x - x1);
assign sign_y1 = (scan_y <= y1)? (y1 - scan_y):(scan_y - y1);
assign sign_r1 = r1;
assign sign_x2 = (scan_x <= x2)? (x2 - scan_x):(scan_x - x2);
assign sign_y2 = (scan_y <= y2)? (y2 - scan_y):(scan_y - y2);
assign sign_r2 = r2;
assign sign_x3 = (scan_x <= x3)? (x3 - scan_x):(scan_x - x3);
assign sign_y3 = (scan_y <= y3)? (y3 - scan_y):(scan_y - y3);
assign sign_r3 = r3;
assign sign_square_x1 = sign_x1 * sign_x1;
assign sign_square_y1 = sign_y1 * sign_y1;
assign sign_square_r1 = sign_r1 * sign_r1;
assign square_plus_1 = sign_square_x1 + sign_square_y1;
assign belong1 = (square_plus_1 <= sign_square_r1)? 1'b1: 1'b0;
assign sign_square_x2 = sign_x2 * sign_x2;
assign sign_square_y2 = sign_y2 * sign_y2;
assign sign_square_r2 = sign_r2 * sign_r2;
assign square_plus_2 = sign_square_x2 + sign_square_y2;
assign belong2 = (square_plus_2 <= sign_square_r2)? 1'b1: 1'b0;
assign sign_square_x3 = sign_x3 * sign_x3;
assign sign_square_y3 = sign_y3 * sign_y3;
assign sign_square_r3 = sign_r3 * sign_r3;
assign square_plus_3 = sign_square_x3 + sign_square_y3;
assign belong3 = (square_plus_3 <= sign_square_r3)? 1'b1: 1'b0;
assign belong1n2 = (belong1 && belong2);
assign belong2n3 = (belong2 && belong3);
assign belong1n3 = (belong1 && belong3);
assign belong_all = (belong1 && belong2 && belong3);
always@(posedge clk or posedge rst)begin
    if(rst)begin
        cs <= 'd0;
        cs[IDLE] <= 1'd1;
    end
    else cs <= ns;
end
always@(*)begin
    ns = 'd0;
    case(1'd1)
        cs[IDLE]:begin
            if(en) ns[GET] = 1'd1;
            else ns[IDLE] = 1'd1;
        end
        cs[GET]: ns[CAL] = 1'd1;
        cs[CAL]:begin
            if(scan_x == 4'd8 && scan_y == 4'd8) ns[SCAN_DONE] = 1'd1;
            else if(scan_x == 4'd8) ns[SCAN_MVY] = 1'd1;
            else ns[SCAN_MVX] = 1'd1; 
        end
        cs[SCAN_MVX]: ns[CAL] = 1'd1;
        cs[SCAN_MVY]: ns[CAL] = 1'd1;
        cs[SCAN_DONE]: ns[IDLE] = 1'd1;
        default: ns[IDLE] = 1'd1;
    endcase
end
always@(posedge clk or posedge rst)begin
    if(rst)begin
        busy <= 1'd0;
        valid <= 1'd0;
        candidate <= 'd0;
        x1 <= 'd0;
        x2 <= 'd0;
        x3 <= 'd0;
        y1 <= 'd0;
        y2 <= 'd0;
        y3 <= 'd0;
        r1 <= 'd0;
        r2 <= 'd0;
        r3 <= 'd0;
        scan_x <= 4'd1;
        scan_y <= 4'd1;
        mode_r <= 'd0;
    end
    else begin
        case(1'd1)
            cs[IDLE]:begin 
                busy <= 1'd0;
                valid <= 1'd0;
                candidate <= 'd0;
                scan_x <= 4'd1;
                scan_y <= 4'd1;
            end
            cs[GET]: begin
                busy <= 1'd1;
                x1 <= central[23:20];
                y1 <= central[19:16];
                x2 <= central[15:12];
                y2 <= central[11:8];
                x3 <= central[7:4];
                y3 <= central[3:0];
                r1 <= radius[11:8];
                r2 <= radius[7:4];
                r3 <= radius[3:0];
                mode_r <= mode;
            end
            cs[CAL]:begin
                case(mode_r)
                    2'b00:begin
                        candidate <= (belong1)? (candidate + 1'd1): candidate;
                    end
                    2'b01:begin
                        candidate <= (belong1n2)? (candidate + 1'd1): candidate;
                    end
                    2'b10:begin
                        if(belong1n2) candidate <= candidate;
                        else if(belong1 || belong2) candidate <= candidate + 1'd1;
                    end
                    2'b11:begin
                        if(belong_all) candidate <= candidate;
                        else if(belong1n2 || belong1n3 || belong2n3) candidate <= candidate + 1'd1;
                    end
                endcase
            end
            cs[SCAN_MVX]:begin
                scan_x <= scan_x + 1'd1;
            end
            cs[SCAN_MVY]:begin
                scan_x <= 4'd1;
                scan_y <= scan_y + 1'd1;
            end
            cs[SCAN_DONE]:begin
                scan_x <= 4'd1;
                scan_y <= 4'd1;
                valid <= 1'd1;
                busy <= 1'd1;
            end
        endcase
    end
end
endmodule
==> run.sh <==
#!/bin/bash
# OpenROAD 26Q1-2900-gdf79404cd8, Yosys 0.63+post, stock flow scripts
make -C /OpenROAD-flow-scripts/flow DESIGN_CONFIG=/design/flow/config.mk WORK_HOME=/design/flow/orfs finish
==> flow_summary.json <==
{
  "fp_util_pct": 40.8,
  "finalClockPeriodUsage_pct": 94.7,
  "die_h_um": 137,
  "track_usage_pct": 17.2,
  "fin_tns_setup_ns": 0,
  "root_buffer": "clkbuf_16",
  "edf_count": 0,
  "min_path_type": "reg -> reg",
  "dp_cells": 1071,
  "viasPerCell": 5.03,
  "fin_crit_ns": 7.77,
  "chipWidth_um": 137,
  "cp_max_fo": 8,
  "ys_cells": 794,
  "critPathArrivalTime_ns": 8.03,
  "cts_hold_buf": 0,
  "setup_viol": 0,
  "drv_cap": 0,
  "cts.htree.levels": 3,
  "clk_latency_ns": 0.34,
  "wl_um": 14800,
  "dieArea_um2": 18800,
  "io_pins": 51,
  "fill_cells": 1676,
  "synth_seq_share_pct": 21.3,
  "ys_types": 55,
  "yosys-stat-area_um2": 7300,
  "antenna_found_initial": 0,
  "yosys_warnings": 1,
  "top_area_cell": "ha_1",
  "num_vias": 5512,
  "final_cells": 1095,
  "fmax_mhz": 129,
  "synth_flops": 62,
  "drive_gt1_share_pct": 8.20,
  "worst_slew_pin_slew_ns": 0.571,
  "synthArstFlopShare_pct": 100,
  "place.gp.congestion": 0.862,
  "ant_nets": 0,
  "fin_skew_ns": 0.00975,
  "synth_area_um2": 7300,
  "wl_per_cell_um": 13.5,
  "logic_area_um2": 5270,
  "log.warning_count": 48,
  "cp_data_required_time_ns": 8.46,
  "synth_cells": 794,
  "topCellsByArea": "ha_1 23%, dfrtp_1 20%, fa_1 13%",
  "core_area_um2": 17900,
  "cts_buffer_depth": 2,
  "clk_pin_slew_ns": 0.05,
  "area_delta_synth_final_pct": 17.4,
  "antennaDiodeCount": 0,
  "drc": 0,
  "gr-total-overflow": 0,
  "rsz0062_at_grt": "false",
  "cp-start-kind": "flip-flop",
  "critPathSlowestCell": "dfstp_2",
  "slowest_delay_ns": 0.58,
  "critPathBufInv": 3,
  "crit_top_cell": "fa_1",
  "worst_setup_path_end_kind": "flip-flop",
  "io_buffers": 50,
  "maxSlewViolCount": 0,
  "max-slew-margin-rel_pct": 61.7,
  "top_area_share_pct": 23.1,
  "grt_pass1_wl_um": 24800,
  "crit_family": "adder cells",
  "cts_made_buffers": 9,
  "grt_start_max_net_pins": 45,
  "flop_cell": "dfrtp_1",
  "dp_hpwl_um": 11700,
  "worst-setup-path-type": "reg -> reg",
  "rows": 49,
  "cts.sinks": 62,
  "hold_viol": 0,
  "ff_latch_area_um2": 1560,
  "grt_pass1_vias": 5302,
  "status": "complete, no violations",
  "avgSynthCellArea_um2": 9.19,
  "firstDrtPassIters": 4,
  "drtIter0Drc": 241,
  "cts_tree": "yes"
}
-- synthesized netlist by cell type (all sizes together), types with 10 or more instances --
cell type,n
a21o,27
a21oi,37
and2,14
dfrtp,59
fa,46
ha,135
inv,142
mux2,12
mux2i,18
nand2,45
nand2b,16
nand4,10
nor2,46
o21ai,42
xnor2,18
xor2,16
-- metal layers --
layer / part of all wire [%] / global-route usage [%] / vias to the layer above
li1: - / - / 2834
met1: 51 / 27.7 / 2595
met2: 44 / 26.0 / 69
met3: 3.0 / 2.08 / 14
met4: 1.5 / 2.26 / 0
met5: 0 / 0 / -
-- tightest hold or removal path, stage by stage (launching register included) --
cell and delay (ns):
dfrtp_1 0.34, nor3_1 0.05, nor2_1 0.07
-- per-stage QoR --
step                instance area [um2]  hold WS [ns]  utilization, %  setup WS [ns]
CTS                                8410         0.518            47.0         0.0764
global route                       8570         0.537            47.9        0.00269
finish                             8570         0.506            47.9          0.431
floorplan                          7300         0.442               -          0.760
detailed placement                 8110         0.505            45.3          0.104
global placement                   8110         0.498            45.3          0.219
-- placed cells by master (no fill, tap or decap), types with 3 or more instances in the layout --
| cell | Yosys | routed |
|---|---|---|
| a211o_1 | 4 | 4 |
| a211oi_1 | 7 | 7 |
| a21o_1 | 27 | 27 |
| a21oi_1 | 37 | 37 |
| a31oi_1 | 5 | 5 |
| a41oi_2 | 0 | 5 |
| and2_1 | 14 | 14 |
| buf_4 | 0 | 16 |
| clkbuf_1 | 9 | 3 |
| clkbuf_16 | 0 | 9 |
| clkdlybuf4s50_1 | 0 | 50 |
| dfrtp_1 | 59 | 59 |
| dfstp_2 | 3 | 3 |
| fa_1 | 46 | 45 |
| ha_1 | 135 | 135 |
| inv_1 | 142 | 141 |
| mux2_2 | 12 | 12 |
| mux2i_1 | 18 | 15 |
| mux2i_2 | 0 | 3 |
| nand2_1 | 45 | 45 |
| nand2b_1 | 16 | 16 |
| nand3_1 | 4 | 4 |
| nand4_1 | 10 | 10 |
| nand4b_1 | 3 | 3 |
| nor2_1 | 46 | 44 |
| nor2b_1 | 8 | 7 |
| nor3_1 | 6 | 6 |
| o211ai_1 | 4 | 4 |
| o21a_1 | 3 | 3 |
| o21ai_0 | 41 | 41 |
| o21bai_1 | 6 | 6 |
| o31ai_1 | 7 | 7 |
| or4_1 | 6 | 6 |
| xnor2_1 | 18 | 17 |
| xor2_1 | 16 | 14 |
-- registers in the layout, indices dropped and copies added, names as in the netlist, 2 cells and up --
signal and flops:
scan_y 4, x1 4, x3 4, scan_x 4
y3 4, cs 6, candidate 8, mode_r 2
x2 4, r3 4, y1 4, y2 4
r2 4, r1 4
-- cells by family (layout without fill, tap and decap cells) --
| family | after synthesis | in the layout | share of synthesized area, % |
|---|---|---|---|
| buf+inv | 154 | 225 | 8.04 |
| xor+xnor | 34 | 34 | 4.08 |
| flops | 62 | 62 | 21.3 |
| mux | 30 | 30 | 4.32 |
| simple gates | 172 | 172 | 12.0 |
| compound gates | 161 | 162 | 14.5 |
| fa+ha+maj | 181 | 181 | 35.8 |
-- repair_timing --
item	in CTS	in global routing
buffers inserted	0	7
endpoints found under the setup margin	0	8
resized	0	18
-- cell type report --
type | instances | share of cell area, %
multi-input combinational | 579 | 61.5
sequential | 62 | 18.2
timing repair buffer | 66 | 7.24
inverter | 143 | 6.26
tap | 229 | 3.34
clock buffer | 13 | 2.92
clock inverter | 3 | 0.540
-- final timing paths --
kind | startpoint | end | slack, ns | cells after the start
setup / recovery | scan_y[0]$_DFFE_PP1P_ | candidate[4]$_DFFE_PP0P_ | 0.43 | 28
hold / removal | busy$_DFFE_PP0P_ | busy$_DFFE_PP0P_ | 0.51 | 2
setup reg to reg | scan_y[0]$_DFFE_PP1P_ | candidate[4]$_DFFE_PP0P_ | 0.43 | 28
hold reg to reg | busy$_DFFE_PP0P_ | busy$_DFFE_PP0P_ | 0.51 | 2
max in group asynchronous | rst | y1[2]$_DFFE_PP0P_ | 5.64 | 3
min in group asynchronous | rst | x3[2]$_DFFE_PP0P_ | 1.62 | 2
